[./design.v]
module regs(
input clk,
input rst,
input[4:0]reg1_raddr_i,
input[4:0]reg2_raddr_i,
output  reg[31:0] reg1_rdata_o,
output  reg[31:0] reg2_rdata_o,
input	  [4:0]reg_waddr_i,
input	  [31:0]reg_wdata_i,
input reg_write_en
);
	reg[31:0] regs[0:31];
	integer i;
	initial
	begin 
		regs[0]=5'h0;
		regs[1]=5'h4;
		regs[2]=5'h5;
		regs[3]=5'h6;
	end
always @(*)begin
	if(~rst)
		reg1_rdata_o<=32'b0;
	else if(reg1_raddr_i ==5'b0)
		reg1_rdata_o <= 32'b0;
	else if(reg_write_en&& reg1_raddr_i==reg_waddr_i)
		reg1_rdata_o<=reg_wdata_i; 
	else 
		reg1_rdata_o<=regs[reg1_raddr_i];
end
always @(*)begin
	if(~rst)
		reg2_rdata_o<=32'b0;
	else if(reg2_raddr_i ==5'b0)
		reg2_rdata_o <= 32'b0;
	else if(reg_write_en&& reg2_raddr_i==reg_waddr_i)
		reg2_rdata_o<=reg_wdata_i; 
	else
		reg2_rdata_o<=regs[reg2_raddr_i];
end
always @(posedge clk)begin
	if(~rst)
		begin
			for(i=0;i<31;i=i+1)
				begin
					regs[i]<=32'b0;
				end
		end
	else if(reg_write_en&&reg_waddr_i!=0)
		begin
			regs[reg_waddr_i]<=reg_wdata_i;
		end
end
endmodule
[./run.sh]
#!/bin/bash
# OpenROAD 26Q1-2900-gdf79404cd8, Yosys 0.63+post, stock flow scripts
make -C /OpenROAD-flow-scripts/flow DESIGN_CONFIG=/design/flow/config.mk WORK_HOME=/design/flow/orfs finish
[./config.mk]
export PLATFORM = sky130hd
export DESIGN_NAME = regs
export DESIGN_NICKNAME = regs
export VERILOG_FILES = /design/flow/design.v
export SDC_FILE = /design/flow/constraint.sdc
export NUM_CORES = 4
export LEC_CHECK = 1
export CORE_UTILIZATION = 30
export SYNTH_HDL_FRONTEND = slang
[./constraint.sdc]
current_design regs

set clk_period 23.4
set clk_io_pct 0.2

create_clock -name clk0 -period $clk_period [get_ports {clk}]

set non_clock_inputs [all_inputs -no_clocks]
set_input_delay [expr $clk_period * $clk_io_pct] -clock clk0 $non_clock_inputs
set_output_delay [expr $clk_period * $clk_io_pct] -clock clk0 [all_outputs]
==> impl_results.rst <==
Flow metrics
------------

.. list-table::
   :header-rows: 1

   * - Metric
     - Value
   * - Setup repair after global routing missed its margin
     - false
   * - Endpoint required time on the critical path
     - 18.72 ns
   * - Regs by FF count
     - regs x1024
   * - Standard-cell rows
     - 156
   * - Post-synthesis sequential element count
     - slightly above 1,000
   * - Final-layout fill cell count
     - 17,000
   * - Max-slew violation count
     - 0
   * - Library cell contributing the largest single delay on the critical path
     - sky130_fd_sc_hd__buf_4
   * - Maximum buffer depth of the clock tree
     - 3
   * - Signed area change from the synthesized netlist to the final layout
     - 14.3%
   * - Number of buffers added by the clock tree synthesis step
     - 107
   * - Crit-path max FO
     - around 80
   * - Rel. slew slack
     - between 20 and 30%
   * - Detailed placement HPWL
     - 113,000 um
   * - Register clock-pin slew on the reported worst setup and hold paths
     - 0.06 ns
   * - Ports placed on the boundary
     - around 110
   * - Async SR Flop Fraction
     - 0%
   * - Maximum clock frequency
     - 74.9 MHz
   * - # resized after CTS
     - 0
   * - Cell chain of the critical path
     - buf_8 > buf_4 > buf_12 > mux2i_1 > a221oi_1 > a21oi_1 > nor3_1 > a221o_1 > clkdlybuf4s50_1
   * - Area used by multi-input combinational logic
     - 22,800 um2
   * - Number of flip-flops in the largest register
     - between 1,000 and 1,500
   * - Hold Path Stages
     - 2
   * - CP top delay family
     - buffers and inverters
   * - Largest net degree at the start of global routing
     - just over 80
   * - Arrival time reported for the critical path endpoint
     - around 8.7 ns
   * - Crit path launch type
     - primary input
   * - Routability cong.
     - between 0.9 and 1
   * - CTS Hold Buffers Added
     - 0
   * - Start-to-end type of the worst setup path
     - primary input to output port
   * - Wire length of the first global-routing pass
     - 272,000 um
   * - Yosys cell count
     - around 3,700
   * - Mapped Area
     - ~55,000 um2
   * - Post-DRT Antenna Nets
     - 0
   * - Setup tns final
     - 0 ns
   * - Detailed Route Iter0 Violations
     - roughly 2,300
   * - Sequential-to-total area share from yosys stat
     - 56.4%
   * - Core Region
     - 181,000 um2
   * - Storage cell area
     - 30,700 um2
   * - Final setup viols
     - 0
   * - Proportion of netlist area held by the largest area contributor
     - between 50% and 60%
   * - Crit path largest cell delay
     - 0.65 ns
   * - Share of the core filled by cells before placement
     - between 30% and 40%
   * - Width of the die
     - about 430 um
   * - Count of input and output buffers
     - 113
   * - Cell type with the largest total area
     - sky130_fd_sc_hd__edfxtp_1
   * - GRT Overall Usage
     - roughly 22%
   * - Yosys Chip Area
     - 54,600 um2
   * - Hold path startpoint
     - rst
   * - Floorplan die area
     - ~180,000 um2
   * - Number of hold violations in the final report
     - 0
   * - Root cell of the clock tree
     - sky130_fd_sc_hd__clkbuf_16
   * - Kind of end point of the critical path
     - output port
   * - Register with the most flip-flops
     - regs
   * - Fraction of final layout cells sized beyond drive strength 1
     - 21.6%
   * - Unique cell types
     - ~50
   * - Final Cycle Share
     - 57.0%
   * - Number of instances in the placed design
     - 5,947
   * - Pwr dens
     - between 70 and 80 nW/um2
   * - Worst setup path start
     - reg2_raddr_i[0]
   * - Number of iterations in the first detailed-routing pass
     - 8
   * - Post-synthesis instance total
     - 3,684
   * - Static power due to leakage
     - 20.8 nW
   * - Final instance count without filler cells
     - 6,152
   * - Number of logged tool warnings
     - 26
   * - Worst-Margin Slew
     - 1.09 ns
   * - Area contributors post-synth
     - sky130_fd_sc_hd__edfxtp_1 56%, sky130_fd_sc_hd__mux4_2 17%, sky130_fd_sc_hd__and2_1 11%, sky130_fd_sc_hd__mux2i_1 3.9%, sky130_fd_sc_hd__clkbuf_1 2.0%
   * - Vertical die size
     - 428 um
   * - Routed WL per cell
     - 31.3 um
   * - Final critical path time including I/O delays and setup
     - 13.34 ns
   * - Max-cap check violation count
     - 0
   * - Warnings from Yosys
     - 0
   * - Worst hold path endpoint
     - regs[6][23]
   * - Number of clock sinks seen by CTS
     - ~1,000
   * - Number of global-route vias before repair
     - 36,800
   * - Class of the tightest hold or removal check
     - primary input to flop
   * - Maximum level of the CTS H-tree
     - 3
   * - Leading register cell type out of synthesis
     - sky130_fd_sc_hd__edfxtp_1
   * - DR DRC count
     - 0
   * - Flip-flops with a built-in enable
     - 1,024
   * - Mean post-synth cell area
     - 14.8 um2
   * - Worst ir drop on vdd
     - 0.0534 mV
   * - Gr ovfl total
     - 0
   * - Total via count in the routed design
     - 34,500
   * - Detailed-route vias per instance
     - between 5 and 6
   * - Initial antenna violation count
     - 5
   * - Commonest cells in the synthesized netlist
     - 1,024 x sky130_fd_sc_hd__edfxtp_1, 963 x sky130_fd_sc_hd__and2_1, 417 x sky130_fd_sc_hd__mux4_2
   * - Wirelength, routed
     - between 150,000 and 200,000 um
   * - Clock tree from TritonCTS
     - done
   * - Most popular library cell in the synthesized design by count
     - sky130_fd_sc_hd__edfxtp_1
   * - Post CTS Setup Buffer Count
     - 0
   * - Worst Path Buf+Inv
     - 4
   * - Outcome
     - complete, no violations
[cell type report]
type	instances	area share (%)
diodes	14	0.0562
clock buffers	131	4.47
clock inverters	60	1.03
inverters	3	0.0221
multi-input cells	2278	36.6
flip-flops and latches	1024	49.3
well taps	2370	4.75
repair buffers	272	3.82
[how the worst max path moves through the flow]
stage             endpoint  slack (ns)  depth (start not counted)
4_1_cts   reg2_rdata_o[31]        9.94                          9
5_1_grt   reg2_rdata_o[31]        9.76                          9
6_report  reg2_rdata_o[31]       10.06                          9
[per-stage QoR]
step / worst slack (ns) / hold WS (ns) / power [mW] / util, % / cell area (um2)
after floorplan: 12.39 / 4.78 / 2.51 / - / 54700
after global placement: 9.94 / 5.30 / 2.74 / 32.6 / 58900
after detailed placement: 9.95 / 5.31 / 2.74 / 32.6 / 58900
after CTS: 9.94 / 4.55 / 4.44 / 34.5 / 62400
after global routing: 9.76 / 4.59 / 4.55 / 34.5 / 62400
final: 10.06 / 4.60 / 4.43 / 34.5 / 62400
[report_power, final]
| group | internal [mW] | leakage [nW] | switching [mW] |
|---|---|---|---|
| sequential | 2.12 | 9.73 | 0.0465 |
| clock | 0.994 | 1.67 | 0.727 |
| combinational | 0.224 | 9.42 | 0.322 |
[layout by cell type (no fill, tap or decap), types with 7 or more instances in the layout]
| cell type | instances |
|---|---|
| sky130_fd_sc_hd__o2111a_1 | 32 |
| sky130_fd_sc_hd__conb_1 | 32 |
| sky130_fd_sc_hd__diode_2 | 14 |
| sky130_fd_sc_hd__edfxtp_1 | 1024 |
| sky130_fd_sc_hd__clkdlybuf4s50_1 | 105 |
| sky130_fd_sc_hd__a221o_1 | 37 |
| sky130_fd_sc_hd__mux2i_1 | 211 |
| sky130_fd_sc_hd__a21oi_1 | 48 |
| sky130_fd_sc_hd__clkbuf_16 | 108 |
| sky130_fd_sc_hd__clkbuf_1 | 23 |
| sky130_fd_sc_hd__mux4_2 | 417 |
| sky130_fd_sc_hd__nor2_1 | 7 |
| sky130_fd_sc_hd__and2_1 | 961 |
| sky130_fd_sc_hd__nand2_1 | 11 |
| sky130_fd_sc_hd__nor2_4 | 34 |
| sky130_fd_sc_hd__a22oi_1 | 85 |
| sky130_fd_sc_hd__o22a_1 | 19 |
| sky130_fd_sc_hd__xor2_1 | 7 |
| sky130_fd_sc_hd__bufinv_16 | 14 |
| sky130_fd_sc_hd__nor3_1 | 10 |
| sky130_fd_sc_hd__nand3_1 | 34 |
| sky130_fd_sc_hd__clkinv_2 | 16 |
| sky130_fd_sc_hd__o22ai_1 | 66 |
| sky130_fd_sc_hd__o21bai_1 | 13 |
| sky130_fd_sc_hd__a21boi_0 | 19 |
| sky130_fd_sc_hd__o21ai_4 | 30 |
| sky130_fd_sc_hd__a221oi_1 | 77 |
| sky130_fd_sc_hd__clkinv_1 | 25 |
| sky130_fd_sc_hd__buf_4 | 159 |
| sky130_fd_sc_hd__o21ai_0 | 68 |
[cells by family (layout without fill, tap and decap cells)]
logic type / count (synthesis) / count (layout) / synth area share (%)
compound gates: 512 / 512 / 6.84
xor+xnor: 10 / 10 / 0.161
buf+inv: 413 / 466 / 3.29
flops: 1024 / 1024 / 56.4
mux: 628 / 628 / 21.1
other cells: 1 / 46 / 0.00687
simple gates: 1096 / 1096 / 12.3
[layer usage]
layer	wire length, um	global-route usage (%)
met5	469	2.34
met3	33900	17.2
met1	62200	24.5
met2	87300	32.4
met4	8830	8.31
No activity file was given, so power comes from the tool's default toggle rates.
