## design.v

```verilog
module mux_pc(
	input ena,
	input	jump,
	input	[31:0]	jump_addr_i,
	input	[31:0]	curr_pc,
	output reg[31:0]	next_pc
);
always @(*) begin
	if(~ena)
		next_pc = curr_pc;
	else if(jump)
		next_pc=jump_addr_i;
	else
		next_pc=curr_pc+32'h4;
end
endmodule
```

## config.mk

```make
export PLATFORM = sky130hd
export DESIGN_NAME = mux_pc
export DESIGN_NICKNAME = mux_pc
export VERILOG_FILES = /design/flow/design.v
export SDC_FILE = /design/flow/constraint.sdc
export NUM_CORES = 4
export LEC_CHECK = 1
export CORE_AREA = 10 10 103 103
export DIE_AREA = 0 0 113 113
export SYNTH_HDL_FRONTEND = slang
```

## constraint.sdc

```tcl
current_design mux_pc

set clk_period 6.9
set clk_io_pct 0.2

create_clock -name clk0 -period $clk_period

set non_clock_inputs [all_inputs -no_clocks]
set_input_delay [expr $clk_period * $clk_io_pct] -clock clk0 $non_clock_inputs
set_output_delay [expr $clk_period * $clk_io_pct] -clock clk0 [all_outputs]
```

## run.sh

```bash
#!/bin/bash
# OpenROAD 26Q1-2900-gdf79404cd8, Yosys 0.63+post, stock flow scripts
make -C /OpenROAD-flow-scripts/flow DESIGN_CONFIG=/design/flow/config.mk WORK_HOME=/design/flow/orfs finish
```

==> impl_metrics.py <==
# Flow results
metrics = {
    "outcome": {
        "status": "finished, final reports clean",
    },
    "yosys": {
        "yosysChipArea_um2": 1250,
        "syn_area_um2": 1250,
        "synth_seq_share_pct": 0,
        "ys_sh_xor_pct": 0,
        "largest_area_cell": "a21oi_1",
        "top_area_share_pct": 12.0,
        "ys_sh_adder_pct": 1.00,
        "yosysUniqueCellTypes": 42,
        "ys_sh_aoi_pct": 42.7,
        "topCellsByArea": "a21oi_1, nand2_1, o22ai_1",
        "mux_share_pct": 4.00,
        "ys_warn_count": 0,
        "ys_sh_simple_pct": 46.4,
        "yosysCellCount": 212,
        "synthTopLogicFamily": "simple AND/OR/NAND/NOR gates",
        "synth_cells": 212,
        "syn_avg_cell_area_um2": 5.90,
    },
    "worst_setup_path": {
        "crit_arrival_ns": 3.94,
        "cpMostUsedCell": "clkdlybuf4s50_1",
        "cp_slowest_stage_delay_ns": 0.57,
        "end_kind": "output port",
        "worstPathMaxFanout": 6,
        "cp_top_family": "simple AND/OR/NAND/NOR gates",
        "cp-start-kind": "input pin",
        "required_ns": 5.52,
        "path_class": "in2out",
        "critPathBufInv": 2,
        "path_cells": "clkdlybuf4s50_1 -> ha_1 -> nand3_1 -> nor3_1 -> nand2_1 -> nor3b_1 -> a221o_1 -> clkdlybuf4s50_1",
        "slowest_stage": "clkdlybuf4s50_1",
    },
    "final_timing": {
        "slew_violations": 0,
        "tightest_slew_ns": 0.626,
        "setup_viol_count_final": 0,
        "fmax_mhz": 188,
        "grt_setup_unrepaired": "false",
        "fin_tns_setup_ns": 0,
        "max_slew_margin_pct": 58.2,
        "fin_crit_ns": 5.32,
        "finalClockPeriodUsage_pct": 77.1,
        "hold_violations": 0,
    },
    "cts": {
        "cts_resized": 0,
        "ctsHoldBuffers": 0,
        "postCtsSetupBuffers": 0,
    },
    "floorplanning": {
        "die_h_um": 113,
        "initCoreUtil_pct": 15.1,
        "core-area_um2": 8300,
        "rows": 33,
        "die_x_um": 113,
        "num_io_pins": 98,
        "dieArea_um2": 12800,
    },
    "worst_hold_path": {
        "hp-class": "in2out",
        "hold_end": "next_pc[30]",
        "whs_path_depth": 3,
        "hold_start": "ena",
    },
    "pwr": {
        "pwr-share-clk_pct": 0,
        "intPower_mw": 0.0790,
        "swShare_pct": 39.6,
        "pwr-share-comb_pct": 100.0,
        "power_frac_seq_pct": 0,
        "p_per_area_nw_per_um2": 56.3,
        "max-vdd-ir-drop_v": 0.0000239,
        "cellLeakagePower_nw": 0.786,
        "p_switching_mw": 0.0519,
    },
    "run": {
        "cap_violations": 0,
        "log.warning_count": 32,
    },
    "detailed_routing": {
        "num_vias": 1982,
        "viasPerCell": 4.91,
        "antenna_cells": 0,
        "drt_wl_total_um": 6620,
        "drc": 0,
        "wire_per_inst_um": 16.4,
        "drtIter0Drc": 180,
        "dr.pass1.iters": 4,
        "ant_nets": 0,
    },
    "global_routing": {
        "grt-ovfl-total": 0,
        "grt_pass1_wl_um": 10700,
        "antenna_found_initial": 0,
        "grt_pass1_vias": 1887,
        "grt_max_degree": 39,
        "globalRouteTotalUtil_pct": 9.84,
    },
    "placement": {
        "place_inst": 404,
        "port-buffer-count": 98,
        "gp_congestion": 0.867,
        "dp_hpwl_um": 5500,
    },
    "cells_and_area": {
        "fin_cells": 404,
        "seqCellArea_um2": 0,
        "flops": 0,
        "nFillCells": 887,
        "drive_gt1_share_pct": 5.35,
        "area_growth_pct": 86.1,
        "nClkBuffers": 0,
    },
}
## layer usage
metal  up-vias  share of wire [%]  GRT usage [%]
li1       1002                  -              -
met1       864                 45           14.4
met2       112                 42           14.1
met3         4                 12           3.47
met4         0               0.69          0.592
met5         -                  0              0
## layout by cell type (no fill, tap or decap), types with 4 or more instances in the layout
| cell | n |
|---|---|
| a21oi_1 | 30 |
| a22o_1 | 6 |
| and3_1 | 4 |
| clkdlybuf4s50_1 | 97 |
| inv_1 | 5 |
| mux2i_1 | 5 |
| nand2_1 | 30 |
| nand3_1 | 15 |
| nand4_1 | 4 |
| nor2_1 | 17 |
| nor3_1 | 7 |
| nor4_1 | 4 |
| o21ai_0 | 15 |
| o22ai_1 | 15 |
## layout make-up
| class | count | area [um2] | share of cell area (%) |
|---|---|---|---|
| multi-input cells | 193 | 1180 | 50.6 |
| repair buffers | 101 | 998 | 42.9 |
| well taps | 105 | 131 | 5.65 |
| inverters | 5 | 18.8 | 0.807 |
## worst max path at each step
stage | startpoint | endpoint | slack [ns] | depth (start not counted)
5_1_grt | curr_pc[2] | next_pc[12] | 1.33 | 8
6_report | curr_pc[2] | next_pc[12] | 1.58 | 8
4_1_cts | curr_pc[2] | next_pc[12] | 1.52 | 8
## power groups by stage
stage	Sequential (mW)	Combinational, mW	Clock (mW)
6_report	0	0.131	0
5_1_grt	0	0.145	0
4_1_cts	0	0.132	0
## synth_stat cells, drive strengths merged (2+ instances only)
master   n
and4     2
o32ai    3
a21oi   30
o22ai   15
a21o     2
a211oi   3
nor2    17
clkbuf  12
a31o     2
nor4     5
and3     4
nor2b    3
inv      5
o21ai   15
or3      3
o31ai    2
nand2   30
nand3   18
nand4    7
mux2i    5
nor3     7
o41ai    2
a22o     6
buf      2
## cells by family after synthesis
family / Yosys count
AND-OR/OR-AND: 85
adder cells (fa/ha/maj): 1
buffers and inverters: 19
multiplexers: 5
AND/OR/NAND/NOR: 102
## per-stage QoR
step / setup WS, ns / instance area (um2) / util, % / hold slack (ns) / power [mW]
after floorplan: 3.00 / 1250 / - / 2.81 / 0.0410
after global placement: 1.66 / 2330 / 28.0 / 3.59 / 0.132
after detailed placement: 1.55 / 2330 / 28.0 / 3.59 / 0.131
after CTS: 1.52 / 2330 / 28.0 / 3.60 / 0.132
after global routing: 1.33 / 2330 / 28.0 / 3.64 / 0.145
final: 1.58 / 2330 / 28.0 / 3.58 / 0.131
Power figures rest on the tool's default switching activity, not on a simulated workload.
